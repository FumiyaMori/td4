$ cat /design/flow/design.v
interface ctrl_bus_if();
    logic clk;
    logic n_reset;
    modport master(input clk, input n_reset);
endinterface
interface io_bus_if #(parameter WIDTH) ();
    logic [WIDTH-1:0] in;
    logic [WIDTH-1:0] out;
    modport master(input in, output out);
endinterface
interface mem_bus_if #(parameter ADDR_WIDTH, DATA_WIDTH) ();
    logic [ADDR_WIDTH-1:0] addr;
    logic [DATA_WIDTH-1:0] data;
    modport master(output addr, input data);
    modport slave(input addr, output data);
endinterface
`default_nettype none
module prescaler #(parameter RATIO = 2) (
    input  logic quick_clock,
    output logic slow_clock
);
    logic [31:0] counter, next_counter;
    logic inv;
    assign inv = (counter == (RATIO/2 -1));
    assign next_counter = inv ? 32'd0 : counter + 32'd1;
    always_ff @(posedge quick_clock) counter <= next_counter;
    logic next_slow_clock;
    assign next_slow_clock = inv ? ~slow_clock : slow_clock;
    always_ff @(posedge quick_clock) slow_clock <= next_slow_clock;
endmodule
`default_nettype wire
$ cat /design/flow/run.sh
#!/bin/bash
# OpenROAD 26Q1-2900-gdf79404cd8, Yosys 0.63+post, stock flow scripts
make -C /OpenROAD-flow-scripts/flow DESIGN_CONFIG=/design/flow/config.mk WORK_HOME=/design/flow/orfs finish
$ cat /design/flow/config.mk
export PLATFORM = sky130hd
export DESIGN_NAME = prescaler
export DESIGN_NICKNAME = prescaler
export VERILOG_FILES = /design/flow/design.v
export SDC_FILE = /design/flow/constraint.sdc
export NUM_CORES = 4
export LEC_CHECK = 1
export CORE_UTILIZATION = 30
$ cat /design/flow/constraint.sdc
current_design prescaler

set clk_period 7.3
set clk_io_pct 0.2

create_clock -name clk0 -period $clk_period [get_ports {quick_clock}]

set non_clock_inputs [all_inputs -no_clocks]
set_input_delay [expr $clk_period * $clk_io_pct] -clock clk0 $non_clock_inputs
set_output_delay [expr $clk_period * $clk_io_pct] -clock clk0 [all_outputs]
==> out/qor.yml <==
clk_pin_slew_worst_paths_ns: 0.07
antenna_cells: 0
fp-row-count: 24
warnings: 26
ys_cells: 145
period_used_pct: 34.7
synth-async-reset-ratio_pct: 0
reg2reg_slack_ns: 5.55
seq_area_frac_synth_pct: 46.4
die.size.y_um: 71.4
dieArea_um2: 5100
dieWidth_um: 71.4
grtUsageTotal_pct: 11.4
ys_types: 26
yosys.area.top_type: "dfxtp_1"
end_kind: "primary output"
postCtsSetupBuffers: 0
relSlewSlack_pct: 59.6
drtAntennaViolNets: 0
area_leaders: "dfxtp_1 44%, xnor2_1 16%, nand4_1 7.4%, nand3_1 4.5%, nor4_1 3.9%"
critPathMaxFanout: 2
syn_area_um2: 1450
rsz0062_at_grt: "false"
setup_viol: 0
core_area_um2: 4500
crit_buf_inv: 1
grt_overflow: 0
cts.sinks: 33
grt_max_degree: 17
viasPerCell: 5.22
hold_violations: 0
area_growth_syn_to_layout_pct: 9.26
crit_path_top_delay_cell: "clkdlybuf4s50_1"
fmax_mhz: 394
fp_util_pct: 32.1
cap_violations: 0
syn_inst: 145
via_count: 1059
edf_count: 1
drt_first_pass_iters: 4
finalWeightedCongestion: 0.753
period_minus_slack_ns: 2.54
insertion_delay_ns: 0.28
place_area_um2: 1500
port_buffers: 1
cp_top_family: "buffers and inverters"
criticalPathCategory: "flip-flop to primary output"
top_cell: "dfxtp_1"
grt_pass1_wl_mm: 4.51
yosys-top-cells-count: "32 x dfxtp_1, 26 x xnor2_1, 17 x nand4_1, 13 x nand3_1, 9 x nor4_1"
powerDensity_nw_per_um2: 195
crit_path_max_incr_delay_ns: 0.45
cp.arrival_ns: 1.08
drv_slew: 0
ff_type: "dfxtp_1"
netlist.area_leader.share_pct: 44.3
crit_chain: "clkdlybuf4s50_1"
htree_num_levels: 2
grt_pass1_vias: 995
worstPathRequired_ns: 5.84
peakVddDrop_mv: 0.114
dr.first_iter.drc_count: 33
hp-class: "flip-flop to flip-flop"
avgSynthCellArea_um2: 9.97
outcome: "finished clean"
p_leak_nw: 0.511
hold_buffers: 0
numCtsBuffers: 5
ys.flops: 33
setup_tns_ns: 0
yosys_warnings: 1
tightest_slew_ns: 0.607
clk_path_buf_depth: 2
stdcell_area_um2: 1580
drc: 0
startpoint_type: "flip-flop"
skew_ns: 0.00689
cts_tree: "built"
finalPower_w: 0.000308
hold-worst-slack_ns: 0.467
setup_slack_ns: 4.76
yosys-stat-area_um2: 1450
place_ws_ns: 5.06
io_pins: 2
antenna_found_initial: 0
routed_wl_mm: 2.66
dpl.hpwl_mm: 1.77
wl_per_cell_um: 13.1
post_cts_resized: 0
drive_above_1_share_pct: 9.27
cts-root-buf: "clkbuf_8"
through the flow:
| step | util, % | std cells |
|---|---|---|
| finish | 35.1 | 203 |
| global route | 35.1 | 203 |
| CTS | 35.1 | 203 |
| detailed placement | 33.2 | 195 |
| global placement | 33.2 | 195 |
| floorplan | - | 145 |
sequential cells by signal, summed over array words and instances (netlist names):
signal,flops
slow_clock,1
counter,32
worst register-to-register path, stage by stage (launching register included):
cell and delay (ns):
dfxtp_1 0.43, and4_4 0.27, and3_1 0.55, nand4_1 0.21, xnor2_1 0.18
cells by family after synthesis:
group	synth area share, %
buffers and inverters	3.46
DFF	46.4
xor gates and xnor gates	18.2
and+or+nand+nor	30.2
adders and majority gates	1.73
report_power, final:
part | switching (W) | internal [W]
sequential | 0 | 0.000181
combinational | 0 | 0
clock | 0.0000614 | 0.0000659
worst paths after layout:
path	from	endpoint	depth (start not counted)
worst max-delay path	slow_clock	slow_clock	1
worst min-delay path	counter[31]	counter[31]	1
worst max register to register	counter[7]	counter[31]	4
worst min register to register	counter[31]	counter[31]	1
layer usage:
| metal | routed length, µm | part of all wire (%) | up-vias | GRT usage [%] |
|---|---|---|---|---|
| met2 | 1140 | 43 | 16 | 16.4 |
| met4 | 52 | 2.0 | 0 | 2.22 |
| met1 | 1370 | 52 | 507 | 18.0 |
| met3 | 92 | 3.5 | 6 | 2.85 |
| met5 | 0 | 0 | - | 0 |
| li1 | - | - | 530 | - |
final cells by class:
class / instances / area [µm²]
clock buffer: 6 / 72.6
clock inverter: 2 / 10.0
fill: 434 / 2930
inverter: 5 / 18.8
multi-input combinational: 103 / 724
sequential: 33 / 671
tap: 52 / 65.1
timing repair buffer: 2 / 17.5
placed cells by master (no fill, tap or decap), types with 2 or more instances in the layout:
cell	count
nand2_1	6
inv_1	5
dfxtp_1	32
nor4_1	9
xnor2_1	26
xor2_1	4
nor3_1	3
and2_1	2
nand3_1	13
clkinv_2	2
clkbuf_8	5
ha_1	2
nor2_1	6
and3_1	6
nand4_1	17
