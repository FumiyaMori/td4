**./design.v**
```verilog
interface ctrl_bus_if();
    logic clk;
    logic n_reset;
    modport master(input clk, input n_reset);
endinterface
interface io_bus_if #(parameter WIDTH) ();
    logic [WIDTH-1:0] in;
    logic [WIDTH-1:0] out;
    modport master(input in, output out);
endinterface
interface mem_bus_if #(parameter ADDR_WIDTH, DATA_WIDTH) ();
    logic [ADDR_WIDTH-1:0] addr;
    logic [DATA_WIDTH-1:0] data;
    modport master(output addr, input data);
    modport slave(input addr, output data);
endinterface
`default_nettype none
module hex_7segled_decorder(
    input  logic [3:0] in,
    output logic [6:0] out
);
    always_comb begin
        unique case (in)    
            4'h0:    out = 7'b1000000;
            4'h1:    out = 7'b1111001;
            4'h2:    out = 7'b0100100;
            4'h3:    out = 7'b0110000;
            4'h4:    out = 7'b0011001;
            4'h5:    out = 7'b0010010;
            4'h6:    out = 7'b0000010;
            4'h7:    out = 7'b1011000;
            4'h8:    out = 7'b0000000;
            4'h9:    out = 7'b0010000;
            4'hA:    out = 7'b0001000;
            4'hB:    out = 7'b0000011;
            4'hC:    out = 7'b1000110;
            4'hD:    out = 7'b0100001;
            4'hE:    out = 7'b0000110;
            4'hF:    out = 7'b0001110;
            default: out = 7'b1111111;
        endcase
    end
endmodule
`default_nettype wire
```
**./config.mk**
```make
export PLATFORM = sky130hd
export DESIGN_NAME = hex_7segled_decorder
export DESIGN_NICKNAME = hex_7segled_decorder
export VERILOG_FILES = /design/flow/design.v
export SDC_FILE = /design/flow/constraint.sdc
export NUM_CORES = 4
export LEC_CHECK = 1
export CORE_AREA = 10 10 70 70
export DIE_AREA = 0 0 80 80
```
**./constraint.sdc**
```tcl
current_design hex_7segled_decorder

set clk_period 1.0
set clk_io_pct 0.2

create_clock -name clk0 -period $clk_period

set non_clock_inputs [all_inputs -no_clocks]
set_input_delay [expr $clk_period * $clk_io_pct] -clock clk0 $non_clock_inputs
set_output_delay [expr $clk_period * $clk_io_pct] -clock clk0 [all_outputs]
```
**./run.sh**
```bash
#!/bin/bash
# OpenROAD 26Q1-2900-gdf79404cd8, Yosys 0.63+post, stock flow scripts
make -C /OpenROAD-flow-scripts/flow DESIGN_CONFIG=/design/flow/config.mk WORK_HOME=/design/flow/orfs finish
```
==> results.toml <==
# implementation run metrics
[setup_path]
required_ps = 800
crit_arrival_ps = 1190
critPathLaunch = "in[1]"
path_class = "input port to output port"
cp-start-kind = "input port"
worst_setup_path_end_kind = "output port"
cp_max_fo = 4

[grt]
antenna_found_initial = 0
grt_pass1_wl_mm = 1.66
grt_pass1_vias = 339
grt_use_total_pct = 3.05
grt_max_degree = 10
gr-total-overflow = 0

[timing]
finalMaxSlewViolations = 0
whs_ps = 757
fmax_mhz = 717
setup_viol = 7
worstMarginPinSlew_ps = 174
period_needed_ps = 1390
setup_slack_ps = -394
slew_headroom_pct = 88.1
min_period_over_period_pct = 139
grt_setup_unrepaired = "true"
hold_viol = 0
fin_tns_setup_ps = -1480

[routing]
routedWlPerCell_um = 8.94
drt_wl_total_um = 912
antenna_cells = 0
drc = 0
drtIter0Drc = 5
postRouteAntennaNets = 0
viasPerCell = 2.90
num_vias = 296
drtPass1Iterations = 3

[placed_design]
numPortBuffers = 11
gp_congestion = 0.681
dpl_cell_area_um2 = 495
dp_hpwl_um = 667

[logic_synthesis]
synth_cells = 32
netlist_area_um2 = 267
synth_cell_types = 19
ys_area_um2 = 267
syn_avg_cell_area_um2 = 8.33
yosys.area.top_type_share_pct = 28.2
ys_top_cells_by_area = "ha_1, mux2i_1, mux4_2, inv_1, nand3b_1"
yosysWarnings = 1
yosys.area.top_type = "ha_1"
synth_seq_share_pct = 0
ys_cells = 32

[final_layout]
seqCellArea_um2 = 0
area_delta_synth_final_pct = 138
flops = 0
clock_buffer_count = 0
utilization_pct = 18.6
final_layout_top_logic_cells = "buf_2, buf_4, buf_6"
final_layout_size_suffix_gt1_share_pct = 75.0
postLayoutCellArea_um2 = 634

[die]
die_h_um = 80
coreArea_mm2 = 0.00342
std_cell_rows = 21
pin_count = 11
die_w_um = 80
dieArea_mm2 = 0.00640
initCoreUtil_pct = 7.80

[power]
power.leakage_nw = 0.272
power_mw = 0.234
p_per_area_mw_per_mm2 = 368
ir_drop_uv = 107

[flow_run]
warnings = 40
cap_violations = 0

[worst_hold_path]
min_path_type = "input port to output port"
min_from = "in[3]"

[run_status]
violations = "negative setup slack"
status = "finished with violations"

[cts]
cts-hold-fix-buffers = 0
[power breakdown]
group          internal, mW  switching (mW)
clock network             0               0
logic                 0.140          0.0934
registers                 0               0
[critical path, cell delays in order]
cell and delay, ps:
buf_12 100, inv_8 40, ha_4 260, inv_2 30
mux4_2 440, buf_2 130
[Yosys cell counts, drive strengths merged]
library cell	n
nand2	1
inv	4
a31oi	1
nand2b	1
or2	1
buf	2
and2	1
nand3b	2
mux4	1
o31ai	2
a21oi	2
nand3	1
ha	6
mux2i	4
a21boi	1
o21ai	1
nor2	1
[cell type report]
cell class	count	area, µm²
Fill cell	382	2780
Inverter	4	35.0
Timing Repair Buffer	26	226
Tap cell	46	57.6
Multi-Input combinational cell	26	315
[path summary, 6_finish.rpt]
| path | endpoint | slack [ps] | cells after the start |
|---|---|---|---|
| hold / removal | out[0] | 760 | 4 |
| setup / recovery | out[3] | -390 | 6 |
[per-stage QoR]
| step | cells | setup slack, ps |
|---|---|---|
| 4_1_cts | 102 | -477 |
| 3_5_place_dp | 93 | -1270 |
| 2_1_floorplan | 32 | -85.8 |
| 5_1_grt | 102 | -427 |
| 6_report | 102 | -394 |
| 3_3_place_gp | 93 | -1250 |
[kinds of logic (layout without fill, tap and decap cells)]
logic type               after synthesis  after routing  share of synthesized area (%)
AND/OR/NAND/NOR                        8              8                           18.3
multiplexers                           5              5                           23.5
adder cells (fa/ha/maj)                6              6                           28.2
AND-OR/OR-AND                          7              7                           18.3
buffers and inverters                  6             30                           11.7
[layer usage]
metal / up-vias / wire [µm] / global-route usage, %
met5: - / 0 / 0
met4: 0 / 0 / 0
met3: 0 / 33 / 0.455
met2: 2 / 535 / 6.18
met1: 133 / 343 / 3.38
li1: 161 / - / -
[repair_timing]
action,CTS,global route
endpoints found under the setup margin,7,7
pin swaps,9,4
buffers inserted,9,3
gates resized,65,8
